$ cat /design/flow/design.v
module syn_load(clk, rst_n, load, in, out);
	input clk;
	input rst_n;
	input load;
	input [3:0] in;
	output [3:0] out;
	reg [3:0] out;
	always @(posedge clk) begin
		if (!rst_n) begin
			out <= 4'b0;
		end
		else if (load) begin
			out <= in;
		end
	end
endmodule
$ cat /design/flow/run.sh
#!/bin/bash
# OpenROAD 26Q1-2900-gdf79404cd8, Yosys 0.63+post, stock flow scripts
make -C /OpenROAD-flow-scripts/flow DESIGN_CONFIG=/design/flow/config.mk WORK_HOME=/design/flow/orfs finish
$ cat /design/flow/config.mk
export PLATFORM = sky130hd
export DESIGN_NAME = syn_load
export DESIGN_NICKNAME = syn_load
export VERILOG_FILES = /design/flow/design.v
export SDC_FILE = /design/flow/constraint.sdc
export NUM_CORES = 4
export LEC_CHECK = 1
export CORE_AREA = 10 10 70 70
export DIE_AREA = 0 0 80 80
$ cat /design/flow/constraint.sdc
current_design syn_load

set clk_period 1.1
set clk_io_pct 0.2

create_clock -name clk0 -period $clk_period [get_ports {clk}]

set non_clock_inputs [all_inputs -no_clocks]
set_input_delay [expr $clk_period * $clk_io_pct] -clock clk0 $non_clock_inputs
set_output_delay [expr $clk_period * $clk_io_pct] -clock clk0 [all_outputs]
==> results.cfg <==
; implementation run metrics
[run_status]
status = completed

[worst_setup_path]
crit_type = reg2out
critPathRequiredTime_ns = 0.88
cp_slowest_stage_delay_ns = 0.30
cp-end-kind = primary output
critPathLaunchType = flop
timing.rr.start = out[1]
cp.arrival_ns = 0.77
path_max_fanout = 2
cp_num_buf_inv = 1
crit_family = flip-flops
cp_cell_sequence = dlygate4sd2_1
crit_slowest_cell = dfxtp_2
crit_start = out[3]

[flow_run]
drv_cap = 0
tool_warnings = 25

[global_route]
grt.busiest_layer = met3
grt_usage_pct = 1.620
grt_pass1_vias = 154
grt_max_degree = 5
grt_first_pass_wirelength_um = 731
grt_remaining_overflow = 0
grt_use_met1_pct = 1.461
grt_util_met2_pct = 1.204
grt_antenna_before_repair = 0
met3_usage_pct = 3.182

[min_path]
hp-start = out[3]
hold_path_class = reg2reg

[final_timing]
maxSlewViolCount = 0
hold_violations = 0
rsz0062_at_grt = no
fmax_ghz = 1.007
setup_viol_count_final = 0
fin_crit_ns = 0.9930
max_slew.worst_pin.slew_ns = 0.2348
fin_skew_ns = 0
slew_headroom_pct = 84.30
fin_crit_sh_pct = 90.27

[floorplanning]
coreArea_um2 = 3416
io_pins = 11
fp-row-count = 21
dieArea_um2 = 6400
die_y_um = 80
die_width_um = 80
fp_util_pct = 4.579

[drt]
wl_per_cell_um = 6.500
drt_iter0_drc = 1
ant_nets = 0
drc = 0
finalWirelength_um = 468
vias = 137
viasPerCell = 1.903
first_pass_iters = 2

[clock_tree]
clk_pin_slew_ns = 0.04
cts.sinks = 4
cts_max_path_buffers = 2
clk_latency_ns = 0.23
cts_tree = built
holdBufCountCts = 0
h-tree-depth = 1
cts_root_buf = clkbuf_4
cts_buffers = 3

[synth]
ys_area_um2 = 156.4
ys_cells = 13
ys_seq_share_pct = 51.20
synth_cell_types = 4
syn_avg_cell_area_um2 = 12.03
yosysWarnings = 1
synth_area_um2 = 156.4
ys_ff = 4
synthesis.instances = 13

[place]
placed_cells = 68
numPortBuffers = 10
gp_congestion = 0.6909

[pwr]
powerDensity_nw_per_um2 = 1194
pwr-share-clk_pct = 46.5
power.share.sequential_pct = 40.8
ir_drop_mv = 0.1656
p_switching_uw = 76.26
combPwrFrac_pct = 12.7
cellLeakagePower_uw = 0.0001313
power.internal_uw = 315.2
p_sw_share_pct = 19.48

[layout]
areaGrowthSynthToFinish_pct = 109.6
largest_reg_flops = 4
final_cell_mix = clkdlybuf4s50_1, mux2i_1, nor2b_1, dfxtp_2, dlygate4sd2_1
fill_cells = 410
reg_top3 = out (4)
lay_top_count = clkdlybuf4s50_1
top_register = out
fin_util_pct = 9.597
finalNonFillerCells = 72
drive_gt1_share_pct = 28.00
-- synthesized netlist by cell type, drive strengths merged --
master,count,area [um^2]
nor2b,4,25.02
dfxtp,4,80.08
buf,1,11.26
mux2i,4,40.04
-- final cells by class --
cell class | instances | area, um^2 | share of cell area, %
Multi-Input combinational cell | 8 | 65.06 | 19.85
Sequential cell | 4 | 85.08 | 25.95
Clock buffer | 3 | 22.52 | 6.870
Tap cell | 46 | 57.56 | 17.56
Timing Repair Buffer | 10 | 95.09 | 29.01
Antenna cell | 1 | 2.502 | 0.7634
-- worst paths after layout --
| kind | endpoint | slack (ns) | depth (start not counted) |
|---|---|---|---|
| worst max register to register | out[1] | 0.49 | 2 |
| worst min-delay path | out[3] | 0.50 | 2 |
| worst max-delay path | out[3] | 0.11 | 1 |
| worst min register to register | out[3] | 0.50 | 2 |
-- per-layer routing --
| layer | vias to the layer above | wire length [um] |
|---|---|---|
| met5 | - | 0 |
| met4 | 0 | 14 |
| met3 | 2 | 183 |
| met2 | 13 | 116 |
| met1 | 55 | 154 |
| li1 | 67 | - |
-- power by group through the flow --
stage | Sequential (uW) | Combinational, uW | Clock (uW)
4_1_cts | 159 | 50.8 | 190
5_1_grt | 161 | 55.7 | 213
6_report | 160 | 49.8 | 182
-- cells by family after synthesis --
kind of cell / synth area share (%)
mux: 25.60
flops: 51.20
simple gates: 16.00
buf+inv: 7.199
-- per-stage QoR --
step | power [uW] | instance area [um^2] | hold slack [ns] | setup WS [ns] | setup TNS (ns)
final | 391.4 | 327.8 | 0.4959 | 0.1070 | 0
after global routing | 429.4 | 325.3 | 0.5349 | 0.04733 | 0
after CTS | 400.6 | 325.3 | 0.5021 | 0.09321 | 0
after detailed placement | 216.2 | 302.8 | 0.5062 | -0.1109 | -0.4193
after global placement | 215.2 | 302.8 | 0.4958 | -0.09529 | -0.3734
after floorplan | 178.8 | 156.4 | 0.3482 | 0.4602 | 0
-- what timing repair did --
item,CTS,global route
endpoints found under the hold margin,0,0
endpoints found under the setup margin,4,0
setup buffers,0,0
gates resized,8,0
No activity file was given, so power comes from the tool's default toggle rates.
