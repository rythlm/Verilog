--- flow/design.v ---
module lut_sine(
	input [4:0] addr,
	output reg [7:0] data
);
function [7:0] data_line;
	input [4:0] addr;
	begin
		case(addr)
			0: data_line = 3;	1: data_line = 9;
			2: data_line = 16;	3: data_line = 22;
			4: data_line = 28;	5: data_line = 34;
			6: data_line = 40;	7: data_line = 46;
			8: data_line = 51;	9: data_line = 57;
			10: data_line = 63;	11: data_line = 68;
			12: data_line = 73;	13: data_line = 78;
			14: data_line = 83;	15: data_line = 88;
			16: data_line = 92;	17: data_line = 96;
			18: data_line = 100;	19: data_line = 104;
			20: data_line = 107;	21: data_line = 111;
			22: data_line = 113;	23: data_line = 116;
			24: data_line = 118;	25: data_line = 121;
			26: data_line = 122;	27: data_line = 124;
			28: data_line = 125;	29: data_line = 126;
			30: data_line = 127;	31: data_line = 127;
		endcase
	end
endfunction
always @(*) begin
	data = data_line(addr);
end
endmodule
--- flow/run.sh ---
#!/bin/bash
# OpenROAD 26Q1-2900-gdf79404cd8, Yosys 0.63+post, stock flow scripts
make -C /OpenROAD-flow-scripts/flow DESIGN_CONFIG=/design/flow/config.mk WORK_HOME=/design/flow/orfs finish
--- flow/config.mk ---
export PLATFORM = sky130hd
export DESIGN_NAME = lut_sine
export DESIGN_NICKNAME = lut_sine
export VERILOG_FILES = /design/flow/design.v
export SDC_FILE = /design/flow/constraint.sdc
export NUM_CORES = 4
export LEC_CHECK = 1
export CORE_AREA = 10 10 70 70
export DIE_AREA = 0 0 80 80
--- flow/constraint.sdc ---
current_design lut_sine

set clk_period 1.3
set clk_io_pct 0.2

create_clock -name clk0 -period $clk_period

set non_clock_inputs [all_inputs -no_clocks]
set_input_delay [expr $clk_period * $clk_io_pct] -clock clk0 $non_clock_inputs
set_output_delay [expr $clk_period * $clk_io_pct] -clock clk0 [all_outputs]
==> Flow_metrics.wiki <==
== Flow metrics ==
{| class="wikitable"
! Metric !! Value
|-
| Wire length of the first global-routing pass || 2.55 mm
|-
| Yosys cell count || 64
|-
| Number of antenna violations at the first check in global routing || 0
|-
| Sequence of cells on the critical path || buf_6, buf_6, buf_6, ha_4, or3_4, a2bb2oi_2, a211oi_1, buf_2
|-
| Largest incremental delay on the critical path || 0.32 ns
|-
| Log Warnings || 42
|-
| Post-synth seq share || 0%
|-
| Worst-path maximum fanout || 5
|-
| Antenna-violating nets left || 0
|-
| Synth area leader || sky130_fd_sc_hd__ha_1
|-
| Gate Count Post-Synth || 64
|-
| Required time at the endpoint of the critical path || 1.04 ns
|-
| Area growth syn-to-layout || 85.4%
|-
| Final critical-path setup slack || -0.350 ns
|-
| Category of the critical setup timing path || in2out
|-
| Average wire length per cell after detail routing || 12.6 microns
|-
| Post-layout min period || 1.65 ns
|-
| Timing-limited maximum frequency || 0.606 GHz
|-
| Final hold vios || 0
|-
| Area leader share || 21.3%
|-
| Power per cell area || 319 nW/um^2
|-
| Vias per std cell || 4.21
|-
| Sum of net half-perimeters after detailed placement || 1.03 mm
|-
| Cell area after placement || 724 sq um
|-
| Pre-Place Util || 13.8%
|-
| Share of final-layout standard cells stronger than drive strength 1 || 57.8%
|-
| Final critical-path share of the clock period || 127%
|-
| Worst hold path endpoint || data[5]
|-
| Result of the run || finished, violations left
|-
| Count of final max-slew check failures || 0
|-
| Hold Path Origin || addr[3]
|-
| Area of the mapped netlist || 470 sq um
|-
| Number of DRC violations after detailed-routing iteration 0 || 33
|-
| GR Util All Layers || 4.63%
|-
| Floorplan core area || 3420 sq um
|-
| DP Worst Slack || -1.13 ns
|-
| Sequential cell area || 0 sq um
|-
| Ports placed on the boundary || 13
|-
| Global placement routability congestion || 0.852
|-
| Path type of the worst min-delay path || in2out
|-
| Met2 Use GR || 8.19%
|-
| Met1 usage || 5.96%
|-
| Design Power || 278 uW
|-
| CLK BUF || 0
|-
| Router iterations before antenna repair || 4
|-
| Sequential cell count of the final layout || 0
|-
| Final cell area excluding filler cells || 872 sq um
|-
| Avg Inst Size Synth || 7.35 sq um
|-
| Final setup violation count || 6
|-
| Violated checks || setup timing
|-
| Horizontal extent of the die || 80 microns
|-
| Count of input and output buffers || 12
|-
| Die area || 6400 sq um
|-
| Most used routing layer in global routing || met2
|-
| Biggest area cells || sky130_fd_sc_hd__ha_1 (21%), sky130_fd_sc_hd__nand2b_1 (6.6%), sky130_fd_sc_hd__mux4_2 (4.8%), sky130_fd_sc_hd__mux2i_1 (4.3%), sky130_fd_sc_hd__o21ai_1 (4.3%)
|-
| Number of distinct library cells after synthesis || 36
|-
| Pin count of the biggest net entering global routing || 14
|-
| Cell seen most often among critical-path stages || sky130_fd_sc_hd__buf_6
|-
| Residual overflow from global routing || 0
|-
| Worst-path cell with the longest stage delay || sky130_fd_sc_hd__or3_4
|-
| Hold Path Depth || 4
|-
| Number of remaining DRC errors || 0
|-
| GRT met3 Usage || 0.682%
|-
| # Max-Cap Violations || 0
|-
| Number of global-route vias before repair || 563
|-
| Routed vias || 572
|-
| Static Leakage || 0.370 nW
|-
| Crit path capture type || output pin
|-
| Row count || 21
|-
| Routed Wire Length || 1.72 mm
|-
| Setup repair after global routing missed its margin || true
|-
| Warning count from the yosys run || 1
|-
| Data arrival time at the worst-slack endpoint || 1.39 ns
|-
| Kind of start point of the critical path || input port
|-
| Diode count || 0
|-
| Worst ir drop on vdd || 0.0638 mV
|-
| Die Height || 80 microns
|-
| Chip area from the yosys synthesis statistics || 470 sq um
|}
[routing by layer]
metal  wire [microns]  part of all wire, %
met4               10                 0.58
met2              804                   47
met3               92                  5.4
met1              810                   47
met5                0                    0
[layout by cell type (no fill, tap or decap), types with 2 or more instances in the layout]
cell type	instances
sky130_fd_sc_hd__buf_4	12
sky130_fd_sc_hd__buf_6	8
sky130_fd_sc_hd__buf_2	7
sky130_fd_sc_hd__o21ai_1	5
sky130_fd_sc_hd__nand2b_1	4
sky130_fd_sc_hd__nor2_1	4
sky130_fd_sc_hd__ha_2	4
sky130_fd_sc_hd__nand3_1	3
sky130_fd_sc_hd__nand2_1	3
sky130_fd_sc_hd__ha_4	3
sky130_fd_sc_hd__inv_2	2
sky130_fd_sc_hd__mux2i_1	2
sky130_fd_sc_hd__a211oi_1	2
[cell type report]
cell class / instances / area, sq um
Timing Repair Buffer: 32 / 293
Tap cell: 46 / 57.6
Inverter: 3 / 11.3
Multi-Input combinational cell: 55 / 510
Fill cell: 362 / 2540
[worst max-delay path: cells and delay by family]
family          cells  cell delay [ns]
buf+inv             4             0.47
simple gates        1             0.32
compound gates      2             0.20
fa+ha+maj           1             0.15
[how the worst max path moves through the flow]
| stage | endpoint | from |
|---|---|---|
| after CTS | data[1] | addr[1] |
| after global routing | data[1] | addr[1] |
| final | data[1] | addr[1] |
[cell usage after synthesis, drive strengths merged (2+ instances only)]
cell type,n
ha,8
a211oi,2
o21ai,6
clkbuf,2
nand2,4
mux2i,2
nor2,5
nand3,3
buf,4
nand2b,5
a21boi,2
inv,3
[power by group]
group	leakage, nW	switching (mW)	internal [mW]
sequential	0	0	0
combinational	0.370	0.120	0.158
clock	0	0	0
total	0.370	0.120	0.158
[timing repair]
item | CTS | global route
gates resized | 58 | 12
pin swaps | 13 | 8
endpoints found under the setup margin | 7 | 7
cloned | 1 | 0
hold buffers | 0 | 0
buffers inserted | 7 | 1
[cell families after synthesis]
family	Yosys count	synth area share, %
compound gates	18	25.8
xor+xnor	1	1.86
fa+ha+maj	8	21.3
buf+inv	9	12.2
mux	4	12.2
other cells	1	0.797
simple gates	23	25.8
[metrics by stage]
stage / utilization (%) / setup TNS, ns / hold WS (ns) / cells
final: 25.5 / -1.53 / 1.06 / 136
after detailed placement: 21.2 / -7.13 / 1.66 / 129
after CTS: 24.8 / -1.72 / 1.11 / 137
after global routing: 25.5 / -1.92 / 1.11 / 136
after floorplan: - / -0.115 / 0.576 / 64
after global placement: 21.2 / -7.16 / 1.65 / 129
Power is estimated from default activity; no workload was simulated.
